`flow/design.v`:
```
module vec_sel
(
    input clk,
    input rst_n,
    input en,
    input [64-1:0] in,
    output [4-1:0] out
);
reg [4-1:0] sel;
always@(posedge clk or negedge rst_n) begin
    if(~rst_n) begin
        sel <= {4{1'b0}};
    end else if(en) begin
        if(sel==4'd64/4-1) begin
            sel <= {4{1'b0}}; 
        end else begin
            sel <= sel + 4'b1;
        end
    end
end
assign out = in[sel*4 +: 4];
endmodule
```
`flow/run.sh`:
```
#!/bin/bash
# OpenROAD 26Q1-2900-gdf79404cd8, Yosys 0.63+post, stock flow scripts
make -C /OpenROAD-flow-scripts/flow DESIGN_CONFIG=/design/flow/config.mk WORK_HOME=/design/flow/orfs finish
```
`flow/config.mk`:
```
export PLATFORM = sky130hd
export DESIGN_NAME = vec_sel
export DESIGN_NICKNAME = vec_sel
export VERILOG_FILES = /design/flow/design.v
export SDC_FILE = /design/flow/constraint.sdc
export NUM_CORES = 4
export LEC_CHECK = 1
export CORE_AREA = 10 10 89 89
export DIE_AREA = 0 0 99 99
```
`flow/constraint.sdc`:
```
current_design vec_sel

set clk_period 3.4
set clk_io_pct 0.2

create_clock -name clk0 -period $clk_period [get_ports {clk}]

set non_clock_inputs [all_inputs -no_clocks]
set_input_delay [expr $clk_period * $clk_io_pct] -clock clk0 $non_clock_inputs
set_output_delay [expr $clk_period * $clk_io_pct] -clock clk0 [all_outputs]
```
==> changes_impl.md <==
## Implementation

- Cell leakage power: 0.531 nW
- TritonCTS clock tree: built
- RR Endpoint: sel[1]
- Switching power: 0.289 mW
- Worst hold-check path type: reg2reg
- Internal power: 0.550 mW
- Worst path buffer plus inverter count: 2
- Asr flop ratio synth: 100%
- Vias per inst: 3.88
- Sequential power share: 20.6%
- Total of buffers placed on input and output ports: 70
- Overall Global Routing Usage: 5.96%
- Number of warnings in the stage logs: 25
- Violation tally from detailed-route iteration zero: 22
- Count of cells resized by post-cts repair: 0
- Routed length per placed instance: 15.9 microns
- First element of the critical path: in[23]
- Top cell type's share of synthesized area: 39.3%
- Top cells by area: sky130_fd_sc_hd__mux4_2 (39%), sky130_fd_sc_hd__mux4_1 (15%), sky130_fd_sc_hd__dfrtp_1 (15%)
- Number of standard cells reported by yosys: 52
- Maximum number of pins on one net before global-route repair: 20
- RSZ-0062 raised after global routing: false
- Slowest CP cell: sky130_fd_sc_hd__mux4_1
- Worst setup endpoint: out[3]
- Result of the run: complete, no violations
- Number of remaining DRC errors: 0
- Post-CTS Repair Setup Buffers: 0
- Synth-to-Final Area Change: 117%
- Grt peak-use layer: met2
- Share of final-layout standard cells stronger than drive strength 1: 14.9%
- Wire length of the first global-routing pass: 4640 microns
- Post-synth top cells: sky130_fd_sc_hd__mux4_2 (12), sky130_fd_sc_hd__nand3_1 (8), sky130_fd_sc_hd__nand2_1 (5)
- Maximum clock path buffer count: 2
- Crit path top cell by count: sky130_fd_sc_hd__clkdlybuf4s50_1
- Standard cell core area: 0.00599 sq mm
- Number of top-level design ports: 71
- Number of global-route vias before repair: 878
- Startpoint-to-endpoint class of the critical path: in2out
- Hold Path Origin: sel[3]
- Met3 Use GR: 3.74%
- Count of antenna-violating nets left after detailed routing: 0
- Depth of the CTS H-tree: 1
- Highest achievable clock rate: 0.333 GHz
- Final count of pins violating max slew: 0
- CTS buffer count: 3
- Syn Inst Count: 52
- Core Rows: 28
- Count leader, synth: sky130_fd_sc_hd__mux4_2
- Final total negative setup slack: 0 ps
- Endpoint kind of the worst setup timing path: primary output
- Number of hold violations in the final report: 0
- Number of hold buffers added after cts: 0
- Post-Route Utilization: 24.8%
- Flop and latch count out of synthesis: 4
- Skew-Pair Late Insertion Delay: 210 ps
- WL final: 3120 microns
- WP data required: 2720 ps
- Biggest register: sel
- Dominant register cell: sky130_fd_sc_hd__dfrtp_1
- Startpoint types: primary input
- Crit share post-route: 88.4%
- Slew at the pin with the worst max-slew slack: 755 ps
- Longest individual stage delay on the worst path: 520 ps
- Share of synthesized area occupied by flip-flops and latches: 14.6%
- Width of the die: 99 microns
- Mapped Area: 687 sq um
- Total of max-cap violations: 0
- Setup skew after layout: 0.361 ps
- Root buffer selected by CTS: sky130_fd_sc_hd__clkbuf_8
- Power per unit of standard cell area: 564 mW/mm^2
- Largest registers ranked by flip-flop count: sel: 4 flops
- Global placement routability congestion: 0.702
- Clock period minus worst slack: 3000 ps
- Fin Hold WS: 634 ps
- Data arrival time of the critical path: 2320 ps
- Relative slew margins: 49.6%
- Clock power frac: 11.7%
- Overflow left after global routing: 0
- Met1 demand-to-capacity share in global routing: 7.38%
- Peak VDD IR: 0.226 mV
- Yosys stat chip area: 687 sq um
- Clock Sink Count: 4
- Die boundary height: 99 microns
- Register-to-register path setup slack: 1840 ps
- Synthesis Warnings: 2
- Routed vias: 761
- Synth Area per Inst: 13.2 sq um
- Sw frac: 34.4%
- Detailed-placement wirelength estimate: 2770 microns
- R2r startpoint: sel[0]
- Global-route track usage on met2: 8.82%
- Iteration count of the initial detailed-routing pass: 3
- Worst reg2reg path depth: 3
- Number of enable-type register cells in the synthesized netlist: 0
- Number of antenna violations at the first check in global routing: 0
- Cell type group with the largest total delay on the critical path: buffers and inverters
- Total of endpoints with negative setup slack in the final report: 0
- Cell-by-cell trace of the critical path: clkdlybuf4s50_1 > mux4_1 > a22oi_1 > nand3_1 > clkdlybuf4s50_1
- Chip Footprint: 0.00980 sq mm
- Worst-path clk slew: 30 ps
- Core Density at Floorplan: 11.5%
- Logic gate share of total power: 67.7%
- Count of cell types in the netlist: 18
- Largest driver fanout on the critical path: 1
- Largest area contributor in the netlist: sky130_fd_sc_hd__mux4_2
- Number of flip-flops under the largest register name: 4
- # diodes: 0
- Number of cells on the critical path: 5
## kinds of logic after synthesis
logic type / synth area share [%]
mux: 56.3
simple gates: 11.8
compound gates: 4.37
buf+inv: 7.28
xor+xnor: 3.83
flops: 14.6
fa+ha+maj: 1.82
## power by group through the flow
stage / Combinational, mW / Clock (mW) / Sequential, mW
CTS: 0.584 / 0.0999 / 0.178
global route: 0.623 / 0.104 / 0.189
finish: 0.568 / 0.0984 / 0.173
## stage by stage
stage                     area [sq um]  instances  total power [mW]  worst slack [ps]
after CTS                         1490        196             0.863               368
final                             1490        196             0.839               396
after global placement            1450        193             0.760               374
after global routing              1490        196             0.916               267
after floorplan                    687         52             0.524              1360
after detailed placement          1450        193             0.761               386
## cell usage in the layout, fill, tap and decap left out
| cell | instances |
|---|---|
| sky130_fd_sc_hd__dfrtp_1 | 4 |
| sky130_fd_sc_hd__clkbuf_8 | 3 |
| sky130_fd_sc_hd__nor2b_1 | 2 |
| sky130_fd_sc_hd__xnor2_1 | 2 |
| sky130_fd_sc_hd__clkdlybuf4s50_1 | 70 |
| sky130_fd_sc_hd__buf_4 | 2 |
| sky130_fd_sc_hd__mux4_1 | 4 |
| sky130_fd_sc_hd__nor2_1 | 1 |
| sky130_fd_sc_hd__nand2_1 | 5 |
| sky130_fd_sc_hd__mux4_2 | 12 |
| sky130_fd_sc_hd__a22oi_1 | 4 |
| sky130_fd_sc_hd__mux2_2 | 1 |
| sky130_fd_sc_hd__ha_1 | 1 |
| sky130_fd_sc_hd__nand3_1 | 8 |
| sky130_fd_sc_hd__nand4_1 | 1 |
| sky130_fd_sc_hd__xor2_1 | 1 |
## metal layers
layer	vias up	part of all wire, %
li1	362	-
met1	347	41
met2	50	43
met3	2	15
met4	0	1.1
met5	-	0
## cell type report
type | count | area, sq um
repair buffers | 72 | 716
multi-input cells | 42 | 537
flip-flops and latches | 4 | 100
well taps | 75 | 93.8
fillers | 622 | 4500
clock buffers | 3 | 41.3
## worst min path at each step
stage	slack (ps)	end	cells after the start
4_1_cts	640	sel[3]	1
5_1_grt	670	sel[3]	1
6_report	630	sel[3]	1
Power figures rest on the tool's default switching activity, not on a simulated workload.
