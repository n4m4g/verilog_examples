`/design/flow/run.sh`:
```
#!/bin/bash
# OpenROAD 26Q1-2900-gdf79404cd8, Yosys 0.63+post, stock flow scripts
make -C /OpenROAD-flow-scripts/flow DESIGN_CONFIG=/design/flow/config.mk WORK_HOME=/design/flow/orfs finish
```
`/design/flow/config.mk`:
```
export PLATFORM = sky130hd
export DESIGN_NAME = fifo
export DESIGN_NICKNAME = fifo
export VERILOG_FILES = /design/flow/design.v
export SDC_FILE = /design/flow/constraint.sdc
export NUM_CORES = 4
export LEC_CHECK = 1
export CORE_UTILIZATION = 50
```
`/design/flow/constraint.sdc`:
```
current_design fifo

set clk_period 3.9
set clk_io_pct 0.2

create_clock -name clk0 -period $clk_period [get_ports {clk}]

set non_clock_inputs [all_inputs -no_clocks]
set_input_delay [expr $clk_period * $clk_io_pct] -clock clk0 $non_clock_inputs
set_output_delay [expr $clk_period * $clk_io_pct] -clock clk0 [all_outputs]
```
`/design/flow/design.v`:
```
module fifo
#(parameter DW=8, CNT=4)  
(
    input               clk,
    input               rst_n,
    input               en_i,
    input               we_i,
    input               re_i,
    input      [DW-1:0] din_i,
    output reg [DW-1:0] dout_o,
    output reg          empty_o,
    output reg          full_o
);
parameter DEP = 1 << CNT;
reg [DW-1:0] ram [0:DEP-1];
reg [CNT:0]  w_cnt_r;
reg [CNT:0]  r_cnt_r;
reg          we_d1_r;
reg          re_d1_r;
reg [DW-1:0] din_d1_r;
always@(posedge clk or negedge rst_n) begin
    if(~rst_n) begin
        we_d1_r  <= 1'd0;
        re_d1_r  <= 1'd0;
        din_d1_r <= {(DW){1'd0}};
    end else if(en_i) begin
        we_d1_r  <= we_i;
        re_d1_r  <= re_i;
        din_d1_r <= din_i;
    end
end
wire full_w   = (w_cnt_r[CNT] != r_cnt_r[CNT]) &&
                (w_cnt_r[CNT-1:0] ==r_cnt_r[CNT-1:0]);
wire writable = we_d1_r & ~full_w;
wire empty_w  = w_cnt_r == r_cnt_r;
wire readable = re_d1_r & ~empty_w;
always@(posedge clk or negedge rst_n) begin
    if(~rst_n) begin
        w_cnt_r <= 0;
    end else if(en_i) begin
        if (writable) begin
            w_cnt_r <= w_cnt_r + 1;
        end
    end
end
always@(posedge clk or negedge rst_n) begin
    if(~rst_n) begin
        r_cnt_r <= 0;
    end else if(en_i) begin
        if (readable) begin
            r_cnt_r <= r_cnt_r + 1;
        end
    end
end
always@(posedge clk or negedge rst_n) begin
    if(~rst_n) begin
        empty_o <= 1'd0;
    end else if(en_i) begin
        empty_o <= empty_w;
    end
end
always@(posedge clk or negedge rst_n) begin
    if(~rst_n) begin
        full_o <= 1'd0;
    end else if(en_i) begin
        full_o <= full_w;
    end
end
genvar t;
generate
    for(t=0; t<DEP; t=t+1) begin
        always@(posedge clk or negedge rst_n) begin
            if(~rst_n) begin
                ram[t] <= {(DW){1'd0}};
            end else if(en_i) begin
                if(writable && (t==w_cnt_r)) begin
                    ram[t] <= din_d1_r;
                end
            end
        end
    end
endgenerate
wire [DW-1:0] ram_and_w [0:DEP-1];
generate
    for(t=0; t<DEP; t=t+1) begin
        assign ram_and_w[t] = (r_cnt_r==t) ? ram[t] : {DW{1'd0}};
    end
endgenerate
wire [DW-1:0] ram_or_w [1:DEP-1];
generate
    assign ram_or_w[1] = ram_and_w[1] | ram_and_w[0];
    for(t=2; t<DEP; t=t+1) begin
        assign ram_or_w[t] = ram_and_w[t] | ram_or_w[t-1];
    end
endgenerate
wire [CNT-1:0] sel = r_cnt_r[CNT-1:0];
always@(posedge clk or negedge rst_n) begin
    if(~rst_n) begin
        dout_o <= {DW{1'd0}};
    end else if(en_i && readable) begin
        dout_o <= ram_or_w[DEP-1];
    end
end
endmodule
```
==> flow_summary_export.csv <==
group,metric,value,unit
timing,fin_tns_setup,0,ns
clocking,clk_latency,0.42,ns
detailed_routing,top_layer_used,"met4",
final_layout,comb_area,3320,um^2
detailed_routing,vias,4646,
global_route,grt_use_total,25.7,%
floorplanning,dieArea,15500,um^2
detailed_routing,wl,17.8,mm
floorplanning,fp-row-count,44,
place,place_ws,0.874,ns
job,warning_count,31,
final_layout,fillers,1136,
critical_path,crit_path_end_kind,"register",
detailed_routing,dr_wl_met2,7.89,mm
timing,fin_ws,1.17,ns
logic_synthesis,ys_seq_share,52.9,%
clocking,cts_tree,"built",
critical_path,worstSetupEndpoint,"ram[4][5]",
logic_synthesis,ys_warn_count,2,
detailed_routing,dr.pass1.iters,6,
worst_hold_path,hold_class,"in2async",
job,drv_cap,0,
global_route,grt_max_degree,86,
detailed_routing,wl_met3,1.31,mm
clocking,cts_max_level,4,
timing,drv_slew,0,
critical_path,critPathBufInv,0,
timing,skew,0.00876,ns
timing,fmax,0.367,GHz
critical_path,crit_path_top_delay_cell,"nor4_4",
critical_path,worst_setup_path_start_kind,"register",
pwr,cellPowerDensity,684,nW/um^2
clocking,clockBufferDepth,2,
detailed_routing,insertedDiodeCount,0,
critical_path,critPathMaxFanout,22,
clocking,cts_sinks,158,
pwr,vdd_ir_drop_max,0.372,mV
timing,hold_viol_final,0,
final_layout,drive_above_1_share,34.6,%
final_layout,flop_area,3960,um^2
logic_synthesis,ys_area,7480,um^2
floorplanning,core-area,14600,um^2
clocking,cts_buffers,17,
critical_path,worst-path-stages,5,
clocking,root_buffer,"clkbuf_16",
timing,tightestPinTransition,1.08,ns
timing,period_used_share,69.9,%
logic_synthesis,ys_ff,158,
global_route,grt_pass1_wl,28.8,mm
floorplanning,die_h,124,um
logic_synthesis,syn_avg_cell_area,13.4,um^2
global_route,grt-ovfl-total,0,
floorplanning,fp.dieW,124,um
final_layout,layout.cells.non_filler,774,
critical_path,reg2reg_slack,1.17,ns
logic_synthesis,ys.flop_type,"dfrtp_1",
floorplanning,fp_util,51.3,%
logic_synthesis,netlist_area,7480,um^2
global_route,antenna_found_initial,0,
critical_path,r2r_start,"r_cnt_r[2]",
critical_path,crit_family,"simple AND/OR/NAND/NOR gates",
clocking,postCtsSetupRepairBufs,0,
logic_synthesis,ys_types,49,
clocking,post_cts_resized,0,
detailed_routing,viasPerCell,6.00,
global_route,grt_pass1_vias,4737,
floorplanning,boundaryPins,23,
logic_synthesis,edf_count,0,
clocking,hold_buffers,0,
detailed_routing,drt.antenna.violating_nets,0,
timing,report.final.setup_viol,0,
final_layout,utilization,57.5,%
critical_path,max_stage_delay,0.92,ns
critical_path,ff2ff_path_depth,5,
final_layout,area_growth,12.3,%
critical_path,path_cells,"xnor2_1 > nand4_2 > nor2_4 > nor4_4 > mux2_2",
critical_path,timing.rr.end,"ram[4][5]",
detailed_routing,wl_met1,8.44,mm
place,hpwl,11.6,mm
place,gp_congestion,0.891,
timing,final.min_clock_period,2.73,ns
critical_path,crit_arrival,3.03,ns
clocking,clk_pin_slew,0.06,ns
run_status,status,"completed",
detailed_routing,drc_errors,0,
critical_path,crit_type,"reg2reg",
place,dp.cells,742,
critical_path,critPathLaunch,"r_cnt_r[2]",
logic_synthesis,async_flop_share,100,%
place,numPortBuffers,22,
pwr,leakagePower,3.76,nW
detailed_routing,wl_per_cell,23.0,um
timing,relSlewSlack,27.7,%
detailed_routing,drt_iter0_drc,303,
critical_path,crit_required,4.20,ns
timing,holdWs,0.373,ns
timing,rsz0062_at_grt,"no",
logic_synthesis,ys_cells,558,
logic_synthesis,synthCells,558,
## synthesized netlist by cell type, drive strengths merged, types with 3 or more instances
cell type / n / area [um^2]
a21oi: 6 / 30.0
a22o: 3 / 26.3
a22oi: 7 / 52.6
a31oi: 5 / 31.3
a32oi: 7 / 61.3
a41oi: 5 / 43.8
and3: 6 / 37.5
and4: 3 / 26.3
buf: 15 / 103
clkbuf: 17 / 63.8
dfrtp: 158 / 3950
ha: 10 / 125
inv: 11 / 41.3
mux2: 140 / 1610
mux2i: 28 / 280
nand2: 26 / 105
nand3: 15 / 105
nor2: 22 / 90.1
nor2b: 5 / 31.3
nor3: 3 / 15.0
nor4: 11 / 159
nor4b: 3 / 71.3
o21ai: 12 / 60.1
o22ai: 10 / 62.6
xnor2: 9 / 86.3
## state kept, by name, summed over array words and instances, names as in the netlist
| signal | flops |
|---|---|
| full_o | 1 |
| w_cnt_r | 5 |
| ram | 128 |
| din_d1_r | 8 |
| we_d1_r | 1 |
| r_cnt_r | 5 |
| re_d1_r | 1 |
| empty_o | 1 |
| dout_o | 8 |
## worst register-to-register path, cell delays in order (launching register included)
cell     delay [ns]
dfrtp_2        0.76
xnor2_1        0.21
nand4_2        0.18
nor2_4         0.13
nor4_4         0.92
mux2_2         0.42
## cell families (layout without fill, tap and decap cells)
| group | count (synthesis) | after routing | synth area share [%] |
|---|---|---|---|
| flops | 158 | 158 | 52.9 |
| mux | 170 | 170 | 25.9 |
| simple gates | 105 | 105 | 9.72 |
| fa+ha+maj | 10 | 10 | 1.67 |
| compound gates | 61 | 61 | 5.69 |
| buf+inv | 43 | 75 | 2.78 |
| xor+xnor | 11 | 11 | 1.39 |
## cell type report
cell class / count / area share [%]
repair buffers: 32 / 3.68
clock buffers: 23 / 5.69
inverters: 11 / 0.492
well taps: 184 / 2.74
clock inverters: 9 / 0.730
multi-input cells: 357 / 39.6
flip-flops and latches: 158 / 47.1
## worst min path at each step
stage                 to  slack, ns  cells after the start
CTS           ram[10][0]       0.41                      1
global route     re_d1_r       0.43                      1
finish           re_d1_r       0.37                      1
## power by group
| group | leakage [nW] | total, mW | internal (mW) | switching, mW |
|---|---|---|---|---|
| clock | 0.252 | 1.50 | 0.862 | 0.635 |
| sequential | 2.10 | 2.65 | 2.19 | 0.457 |
| combinational | 1.41 | 1.59 | 0.828 | 0.764 |
## layout by cell type (no fill, tap or decap), drive strengths merged, types with 3 or more instances in the layout
cell,synthesis,final
dfrtp,158,158
mux2,140,140
mux2i,28,28
nand2,26,26
clkbuf,17,23
nor2,22,22
clkdlybuf4s50,0,21
nand3,15,15
o21ai,12,12
inv,11,12
buf,15,11
nor4,11,11
o22ai,10,10
ha,10,10
xnor2,9,9
a32oi,7,7
a22oi,7,7
and3,6,6
a21oi,6,6
nor2b,5,5
a41oi,5,5
a31oi,5,5
clkinvlp,0,5
nor4b,3,3
and4,3,3
nor3,3,3
a22o,3,3
clkinv,0,3
## through the flow
step | instance area, um^2 | total power, mW
5_1_grt | 8400 | 6.09
4_1_cts | 8400 | 5.79
3_3_place_gp | 7860 | 4.22
2_1_floorplan | 7480 | 3.73
3_5_place_dp | 7860 | 4.27
6_report | 8400 | 5.74
## metal layers
layer | vias up | global-route usage [%]
li1 | 2099 | -
met1 | 2407 | 44.0
met2 | 124 | 35.6
met3 | 16 | 7.27
met4 | 0 | 2.76
met5 | - | 0
Power figures rest on the tool's default switching activity, not on a simulated workload.
