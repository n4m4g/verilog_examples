==> ./design.v <==
`timescale 1 ns / 100 ps
module FA(
  input  A,
  input  B,
  input  cin,
  output sum,
  output cout
);
assign {cout, sum} = A + B + cin;
endmodule
module clu(
  input  [3:0] A,
  input  [3:0] B,
  input        cin,
  input        bypass,
  output       P,
  output       G,
  output [3:0] cout
);
reg [3:0] g;
reg [3:0] p;
reg [4:0] c;
integer i;
always@(*) begin
  c[0] = cin;
  for (i=0; i<4; i=i+1) begin
    g[i]   = bypass ? A[i] : A[i] & B[i];
    p[i]   = bypass ? B[i] : A[i] ^ B[i];
    c[i+1] = g[i] | (p[i] & c[i]);
  end
end
assign G = (                     g[3])|
           (              p[3] & g[2])| 
           (       p[3] & p[2] & g[1])|
           (p[3] & p[2] & p[1] & g[0]);
assign P = &p;
assign cout = c[4:1];
endmodule
module FA4(
  input  [3:0] A,
  input  [3:0] B,
  input  [3:0] cin,
  output [3:0] sum
);
wire [3:0] cout;
genvar i;
generate
  for(i=0; i<4; i=i+1) begin
    FA fa (.A(A[i]),
           .B(B[i]),
           .cin(cin[i]),
           .sum(sum[i]),
           .cout(cout[i]));
  end
endgenerate
endmodule
module mlcladder(
  input  [15:0] A,
  input  [15:0] B,
  input         cin,
  output [15:0] sum,
  output        cout
);
wire [4:0] C;
wire [16:0] c;
wire [3:0] P;
wire [3:0] G;
wire P_redundant, G_redundant;
assign C[0] = cin;
assign c[0] = cin;
assign cout = c[16];
clu clu_u0(.A(G),
           .B(P),
           .cin(cin),
           .bypass(1'b1),
           .P(P_redundant),
           .G(G_redundant),
           .cout(C[4:1]));
genvar i;
generate
  for(i=0; i<4; i=i+1) begin
    clu clu_u(.A(A[i*4+3:i*4]),
              .B(B[i*4+3:i*4]),
              .cin(C[i]),
              .bypass(1'b0),
              .P(P[i]),
              .G(G[i]),
              .cout(c[i*4+4:i*4+1]));
    FA4 fa4(.A(A[i*4+3:i*4]),
            .B(B[i*4+3:i*4]),
            .cin(c[i*4+3:i*4]),
            .sum(sum[i*4+3:i*4]));
  end
endgenerate
endmodule
==> ./run.sh <==
#!/bin/bash
# OpenROAD 26Q1-2900-gdf79404cd8, Yosys 0.63+post, stock flow scripts
make -C /OpenROAD-flow-scripts/flow DESIGN_CONFIG=/design/flow/config.mk WORK_HOME=/design/flow/orfs finish
==> ./config.mk <==
export PLATFORM = sky130hd
export DESIGN_NAME = mlcladder
export DESIGN_NICKNAME = mlcladder
export VERILOG_FILES = /design/flow/design.v
export SDC_FILE = /design/flow/constraint.sdc
export NUM_CORES = 4
export LEC_CHECK = 1
export CORE_AREA = 10 10 80 80
export DIE_AREA = 0 0 90 90
==> ./constraint.sdc <==
current_design mlcladder

set clk_period 8.1
set clk_io_pct 0.2

create_clock -name clk0 -period $clk_period

set non_clock_inputs [all_inputs -no_clocks]
set_input_delay [expr $clk_period * $clk_io_pct] -clock clk0 $non_clock_inputs
set_output_delay [expr $clk_period * $clk_io_pct] -clock clk0 [all_outputs]
==> flow_summary.json <==
{
  "outcome": "complete, no violations",
  "power_switching_uw": 27.4,
  "fp.dieW_um": 90,
  "seq_area_um2": 0,
  "tightest_slew_ns": 0.331,
  "vias_per_cell": 3.43,
  "routed_wl_um": 1970,
  "p_total_uw": 86.4,
  "relSlewSlack": 0.774,
  "ys_types": 18,
  "p_leak_nw": 0.532,
  "fin_util": 0.266,
  "finalHoldViolations": 0,
  "antenna_cells": 0,
  "cp_cell_sequence": "clkdlybuf4s50_1, ha_1, a211oi_2, o221ai_2, fa_1, fa_1, fa_1, xnor2_1, xnor2_1, clkdlybuf4s50_1",
  "finalSetupViolations": 0,
  "areaGrowthSynthToFinish_pct": 58.4,
  "die_h_um": 90,
  "worstPathRequired_ns": 6.48,
  "crit_type": "input pin to primary output",
  "ys_warn_count": 1,
  "cp_max_fo": 3,
  "fin_area_um2": 1260,
  "ys_cells": 86,
  "postCtsSetupRepairBufs": 0,
  "firstDrtPassIters": 4,
  "antenna_found_initial": 0,
  "seq_cell_count": 0,
  "drive_above_1_share": 0.0250,
  "top_area_cell": "fa_1",
  "route.detailed.drc": 0,
  "clkPwrFrac": 0,
  "critical_path.slowest_cell": "clkdlybuf4s50_1",
  "pwr-share-comb": 1.000,
  "final_max_slew_viol_count": 0,
  "topCellsByArea": "fa_1 (33%), ha_1 (20%), buf_4 (15%)",
  "most_common_cell": "inv_1",
  "clock_buffers": 0,
  "gp_congestion": 0.731,
  "synthCells": 86,
  "placed_area_um2": 1260,
  "fp_util": 0.168,
  "fin_ws_ns": 1.72,
  "ys_seq_frac": 0,
  "fmax_ghz": 0.157,
  "dp_slack_ns": 1.67,
  "syn_area_um2": 795,
  "setup_tns_ns": 0,
  "wl_per_cell_um": 10.5,
  "grt_use_total": 0.0507,
  "fp.coreArea_um2": 4720,
  "seq_power_share": 0,
  "vias": 642,
  "endpoint_kind": "primary output",
  "yosys-top-cells-count": "inv_1 (18), buf_4 (16), fa_1 (13), ha_1 (13), xnor2_1 (6)",
  "nFillCells": 502,
  "hold_buffers": 0,
  "ir_drop_mv": 0.0259,
  "fin_crit_sh": 0.788,
  "grt_max_degree": 4,
  "power.density_nw_per_um2": 68.6,
  "final-comb-area_um2": 607,
  "crit_path_start_kind": "input pin",
  "ios": 50,
  "cts_resized": 0,
  "p_int_uw": 59.0,
  "cp_common_cell": "fa_1",
  "portBuffers": 50,
  "post-route-min-period_ns": 6.38,
  "num_rows": 25,
  "synth.top_cell.area_share": 0.328,
  "ant_nets": 0,
  "critPathArrivalTime_ns": 4.76,
  "drt_iter0_markers": 17,
  "switching_share": 0.317,
  "grt.overflow.total": 0,
  "chipArea_um2": 8100,
  "critPathMaxStageDelay_ns": 0.49,
  "yosys_area_um2": 795,
  "grt_pass1_vias": 714,
  "dp_hpwl_um": 1980,
  "grt_pass1_wl_um": 3470,
  "warnings": 32,
  "cap_violations": 0,
  "hold_path_class": "input pin to primary output",
  "rsz0062_at_grt": "false",
  "avgSynthCellArea_um2": 9.24
}
-- cell type report --
| type | count | share of cell area |
|---|---|---|
| Multi-Input combinational cell | 52 | 0.482 |
| Timing Repair Buffer | 50 | 0.398 |
| Inverter | 18 | 0.0537 |
| Tap cell | 67 | 0.0666 |
-- power by group through the flow --
| stage | Clock, mW | Combinational [mW] | Sequential (mW) |
|---|---|---|---|
| finish | 0 | 0.0864 | 0 |
| global route | 0 | 0.0998 | 0 |
| CTS | 0 | 0.0901 | 0 |
-- final timing paths --
kind | startpoint | end | slack [ns] | cells past startpoint
setup / recovery | A[2] | sum[8] | 1.72 | 10
hold / removal | A[8] | sum[8] | 4.25 | 3
-- placed cells by master (no fill, tap or decap) --
cell type,instances
and3_1,1
a211oi_2,1
a2111oi_0,1
nand4_1,2
o211ai_1,1
a21oi_1,3
nor3_2,1
nor2_1,3
a211oi_1,1
fa_1,13
clkdlybuf4s50_1,50
nand2_1,1
inv_1,18
o221ai_2,1
nor2b_1,1
o21ai_0,3
xnor2_1,6
ha_1,13
-- metal layers --
| metal | part of all wire | global-route usage |
|---|---|---|
| met5 | 0 | 0 |
| met4 | 0 | 0 |
| met3 | 0.076 | 0.0142 |
| met2 | 0.47 | 0.0829 |
| met1 | 0.45 | 0.0695 |
-- cell families (layout without fill, tap and decap cells) --
kind of cell,Yosys count,after routing,share of synthesized area
AOI/OAI and AO/OA,11,11,0.102
adders and majority gates,26,26,0.532
xor gates and xnor gates,6,6,0.0661
buffers and inverters,34,68,0.236
and+or+nand+nor,9,9,0.0630
-- critical path, delay by kind of cell --
kind,cells,cell delay [ns]
AOI/OAI and AO/OA,2,0.38
adders and majority gates,4,1.51
buffers and inverters,2,0.94
xor gates and xnor gates,2,0.32
-- metrics by stage --
step | hold slack [ns] | std cells
final | 4.25 | 187
after global routing | 4.28 | 187
after CTS | 4.26 | 187
after detailed placement | 4.26 | 187
after global placement | 4.24 | 187
after floorplan | 3.35 | 86
No activity file was given, so power comes from the tool's default toggle rates.
